==> /design/flow/design.v <==
module my100Hz (input logic clk, reset,
              output logic clk100Hz
             );
    logic q0,q1,q2,q3,q4,q5,q6,q7,q8,q9,q10,q11,q12,q13,q14,q15,q16;
    tflipflop ff0(
        .reset(reset),
        .clk(clk),
        .clk_out(q0)
    );
    tflipflop ff1(
        .reset(reset),
        .clk(q0),
        .clk_out(q1)
    );
    tflipflop ff2(
        .reset(reset),
        .clk(q1),
        .clk_out(q2)
    );
    tflipflop ff3(
        .reset(reset),
        .clk(q2),
        .clk_out(q3)
    );
    tflipflop ff4(
        .reset(reset),
        .clk(q3),
        .clk_out(q4)
    );
    tflipflop ff5(
        .reset(reset),
        .clk(q4),
        .clk_out(q5)
    );
    tflipflop ff6(
        .reset(reset),
        .clk(q5),
        .clk_out(q6)
    );
    tflipflop ff7(
        .reset(reset),
        .clk(q6),
        .clk_out(q7)
    );
    tflipflop ff8(
        .reset(reset),
        .clk(q7),
        .clk_out(q8)
    );
    tflipflop ff9(
        .reset(reset),
        .clk(q8),
        .clk_out(q9)
    );
    tflipflop ff10(
        .reset(reset),
        .clk(q9),
        .clk_out(q10)
    );
    tflipflop ff11(
        .reset(reset),
        .clk(q10),
        .clk_out(q11)
    );
    tflipflop ff12(
        .reset(reset),
        .clk(q11),
        .clk_out(q12)
    );
    tflipflop ff13(
        .reset(reset),
        .clk(q12),
        .clk_out(q13)
    );
    tflipflop ff14(
        .reset(reset),
        .clk(q13),
        .clk_out(q14)
    );
    tflipflop ff15(
        .reset(reset),
        .clk(q14),
        .clk_out(q15)
    );
    tflipflop ff16(
        .reset(reset),
        .clk(q15),
        .clk_out(q16)
    );
    tflipflop ff17(
        .reset(reset),
        .clk(q16),
        .clk_out(q17)
    );
    tflipflop ff18(
        .reset(reset),
        .clk(q17),
        .clk_out(q18)
    );
    tflipflop ff19(
        .reset(reset),
        .clk(q18),
        .clk_out(clk100Hz)
    );
endmodule
module tflipflop (input logic clk, reset,
                  output logic clk_out
                 );     
    logic q;
    assign clk_out = q; 
    always_ff @(posedge clk or posedge reset)
    begin
        if (reset)
            q <= #1 0;
        else
            q <= #1 !q;
    end
endmodule
==> /design/flow/run.sh <==
#!/bin/bash
# OpenROAD 26Q1-2900-gdf79404cd8, Yosys 0.63+post, stock flow scripts
make -C /OpenROAD-flow-scripts/flow DESIGN_CONFIG=/design/flow/config.mk WORK_HOME=/design/flow/orfs finish
==> /design/flow/config.mk <==
export PLATFORM = sky130hd
export DESIGN_NAME = my100Hz
export DESIGN_NICKNAME = my100Hz
export VERILOG_FILES = /design/flow/design.v
export SDC_FILE = /design/flow/constraint.sdc
export NUM_CORES = 4
export LEC_CHECK = 1
export CORE_AREA = 10 10 80 80
export DIE_AREA = 0 0 90 90
==> /design/flow/constraint.sdc <==
current_design my100Hz

set clk_period 1.0
set clk_io_pct 0.2

create_clock -name clk0 -period $clk_period [get_ports {clk}]

set non_clock_inputs [all_inputs -no_clocks]
set_input_delay [expr $clk_period * $clk_io_pct] -clock clk0 $non_clock_inputs
set_output_delay [expr $clk_period * $clk_io_pct] -clock clk0 [all_outputs]
==> out/qor.csv <==
metric,value,unit
synth_flop_count,20,
unclocked_regs,19,
mappedNetlistArea,579,sq um
power.switching,15.9,uW
yosysTopAreaCell,dfrtp_1,
hold_violations,0,
swShare,25.5,%
ys_cells,41,
setup-tns-final,0,ns
drive_above_1_share,2.27,%
route.met2.wl,193,microns
crit_path_cell_trace,"clkdlybuf4s50_1, inv_1",
viasPerCell,1.95,
required,1.20,ns
grt_start_max_net_pins,20,
power_density,90.6,nW/um^2
rsz0062_at_grt,false,
synth.distinct_cells,2,
pwr-share-clk,0,%
slowest_stage,clkdlybuf4s50_1,
post-cts-setup-buffers,0,
worstPathMaxFanout,2,
seq_power_share,64.5,%
synth.top_cell.area_share,86.4,%
min_period_over_period,52.3,%
route.detailed.drc,0,
critical_path_arrival,0.72,ns
dp_hpwl,527,microns
avgRoutedWirePerCell,5.02,microns
antenna_cells,0,
num_rows,25,
yosysWarnings,3,
die_area,8100,sq um
drt.antenna.violating_nets,0,
die_h,90,microns
avgSynthCellArea,14.1,sq um
fin_skew,0,ns
place_congestion,0.685,
design_area,691,sq um
port_buffers,2,
fp_util,12.3,%
drt-total-wl,557,microns
cp_num_buf_inv,2,
area_growth,19.2,%
cp_slowest_stage_delay,0.40,ns
path_clk_slew,0,ns
netlist_instances,41,
firstDrtPassIters,2,
ctsResizeCount,0,
p_comb_share,35.5,%
logic_gates,0,
vias,217,
hp-class,input pin to async pin,
grt_pass1_wl,1080,microns
critical_path_class,input pin to async pin,
dpl-instance-area,691,sq um
outcome,finished clean,
yosys_area,579,sq um
boundaryPins,3,
cts_hold_buf,0,
start_kind,input pin,
maxCapViolCount,0,
logic_area,0,sq um
grt_pass1_vias,231,
finalSetupViolations,0,
final.min_clock_period,0.523,ns
intPower,46.6,uW
untimed_endpoints,20,
tightest_slew,0.224,ns
clock.latency.late_pin,0,ns
antenna_found_initial,0,
drt_iter0_drc,1,
critPathTopFamily,buffers and inverters,
wl_met1,287,microns
wl_met3,76,microns
slew_violations,0,
p_leak,0.305,nW
grt_usage,1.50,%
cp-end-kind,async pin,
peakVddDrop,0.127,mV
tool_warnings,28,
fp.dieW,90,microns
grt-ovfl-total,0,
topCellsByArea,"dfrtp_1, inv_1",
slew_headroom,85.1,%
top_layer,met3,
clock.fmax,1910,MHz
ys_seq_share,86.4,%
core,4720,sq um
power groups by stage:
stage         combinational [mW]  sequential, mW  clock [mW]
finish                    0.0222          0.0404           0
global route              0.0263          0.0404           0
CTS                       0.0234          0.0404           0
through the flow:
| stage | power, mW | hold slack (ns) | cells | utilization, % | setup WS (ns) |
|---|---|---|---|---|---|
| final | 0.0626 | 0.388 | 111 | 14.6 | 0.477 |
| after global placement | 0.0618 | 0.378 | 111 | 14.6 | 0.490 |
| after floorplan | 0.0525 | 0.164 | 41 | - | 0.449 |
| after CTS | 0.0638 | 0.395 | 111 | 14.6 | 0.464 |
| after detailed placement | 0.0640 | 0.399 | 111 | 14.6 | 0.460 |
| after global routing | 0.0666 | 0.409 | 111 | 14.6 | 0.437 |
registers in the layout (all words and copies together) (netlist names):
signal  flops
ff0.q       1
ff1.q       1
ff10.q      1
ff11.q      1
ff12.q      1
ff13.q      1
ff14.q      1
ff15.q      1
ff16.q      1
ff17.q      1
ff18.q      1
ff19.q      1
ff2.q       1
ff3.q       1
ff4.q       1
ff5.q       1
ff6.q       1
ff7.q       1
ff8.q       1
ff9.q       1
Yosys cell counts (all sizes together):
cell type and count:
dfrtp 20, inv 21
layer usage:
layer,vias to the layer above,global-route usage [%]
met5,-,0
met3,0,1.01
met1,102,2.24
met4,0,0
met2,5,1.82
li1,110,-
layout by cell type, fill, tap and decap left out:
master / netlist / layout
clkdlybuf4s50_1: 0 / 2
buf_4: 0 / 1
dfrtp_1: 20 / 20
inv_1: 21 / 21
cell type report:
cell class | count | area [sq um]
fillers | 517 | 4030
inverters | 21 | 78.8
well taps | 67 | 83.8
repair buffers | 3 | 27.5
flip-flops and latches | 20 | 500
worst paths after layout:
kind | slack, ns | endpoint | cells past startpoint | startpoint
hold / removal | 0.39 | ff0.q$_DFF_PP0_ | 2 | reset
hold reg to reg | 0.40 | ff0.q$_DFF_PP0_ | 1 | ff0.q$_DFF_PP0_
setup reg to reg | 0.53 | ff0.q$_DFF_PP0_ | 1 | ff0.q$_DFF_PP0_
min in group clk0 | 0.40 | ff0.q$_DFF_PP0_ | 1 | ff0.q$_DFF_PP0_
max in group clk0 | 0.53 | ff0.q$_DFF_PP0_ | 1 | ff0.q$_DFF_PP0_
setup / recovery | 0.48 | ff0.q$_DFF_PP0_ | 2 | reset
cells by family (layout without fill, tap and decap cells):
kind of cell | count (synthesis) | count (layout) | synth area share, %
buf+inv | 21 | 24 | 13.6
flops | 20 | 20 | 86.4
Power figures rest on the tool's default switching activity, not on a simulated workload.
